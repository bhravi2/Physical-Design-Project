## design/flow/config.mk

```make
export PLATFORM = sky130hd
export DESIGN_NAME = rptr_empty
export DESIGN_NICKNAME = rptr_empty
export VERILOG_FILES = /design/flow/design.v
export SDC_FILE = /design/flow/constraint.sdc
export NUM_CORES = 4
export LEC_CHECK = 1
export CORE_AREA = 10 10 96 96
export DIE_AREA = 0 0 106 106
```

## design/flow/design.v

```verilog
module fifo1_sram #(parameter DSIZE = 16, parameter ASIZE = 12) (
	output [DSIZE-1:0] rdata,
	output wfull,
	output rempty,
	input [DSIZE-1:0] wdata_in,
	input winc, wclk, wclk2x, wrst_n,
	input rinc, rclk, rrst_n);
	wire [ASIZE-1:0] waddr, raddr;
	wire [ASIZE:0] wptr, rptr, wq2_rptr, rq2_wptr;
	reg [DSIZE-1:0] wdata;
	always @(posedge wclk2x or negedge wrst_n)
	 	if (!wrst_n) 
			{wdata} <= 0;
 		else 
			wdata <= wdata_in;
	sync_r2w sync_r2w (.wq2_rptr(wq2_rptr), .rptr(rptr),
		.wclk(wclk), .wrst_n(wrst_n));
	sync_w2r sync_w2r (.rq2_wptr(rq2_wptr), .wptr(wptr),
		.rclk(rclk), .rrst_n(rrst_n));
	fifomem #(DSIZE, ASIZE) fifomem
		(.rdata(rdata), .wdata(wdata),
		.waddr(waddr), .raddr(raddr),
		.wclken(winc), .wfull(wfull),
		.wclk(wclk), .rclk(rclk));
	rptr_empty #(ASIZE) rptr_empty
		(.rempty(rempty),
		.raddr(raddr),
		.rptr(rptr), .rq2_wptr(rq2_wptr),
		.rinc(rinc), .rclk(rclk),
		.rrst_n(rrst_n));
	wptr_full #(ASIZE) wptr_full
		(.wfull(wfull), .waddr(waddr),
		.wptr(wptr), .wq2_rptr(wq2_rptr),
		.winc(winc), .wclk(wclk),
		.wrst_n(wrst_n));
endmodule
module fifomem #(parameter DATASIZE = 16,  
	parameter ADDRSIZE = 12)  
	(output [DATASIZE-1:0] rdata,
	input [DATASIZE-1:0] wdata,
	input [ADDRSIZE-1:0] waddr, raddr,
	input wclken, wfull, wclk,rclk);
	localparam DEPTH = 1<<ADDRSIZE;
	logic [31:0]rd_cs_n;
	logic [31:0]wr_cs_n;
	always@( raddr[11:7]) begin
           rd_cs_n=32'hFFFFFFFF;
           case (raddr[11:7])
			   5'b00000: rd_cs_n[0]=1'b0;
               5'b00001: rd_cs_n[1]=1'b0;
			   5'b00010: rd_cs_n[2]=1'b0;
			   5'b00011: rd_cs_n[3]=1'b0;
			   5'b00100: rd_cs_n[4]=1'b0;
			   5'b00101: rd_cs_n[5]=1'b0;
			   5'b00110: rd_cs_n[6]=1'b0;
			   5'b00111: rd_cs_n[7]=1'b0;
			   5'b01000: rd_cs_n[8]=1'b0;
			   5'b01001: rd_cs_n[9]=1'b0;
			   5'b01010: rd_cs_n[10]=1'b0;
			   5'b01011: rd_cs_n[11]=1'b0;
			   5'b01100: rd_cs_n[12]=1'b0;
			   5'b01101: rd_cs_n[13]=1'b0;
			   5'b01110: rd_cs_n[14]=1'b0;
			   5'b01111: rd_cs_n[15]=1'b0;
			   5'b10000: rd_cs_n[16]=1'b0;
			   5'b10001: rd_cs_n[17]=1'b0;
			   5'b10010: rd_cs_n[18]=1'b0;
			   5'b10011: rd_cs_n[19]=1'b0;
			   5'b10100: rd_cs_n[20]=1'b0;
			   5'b10101: rd_cs_n[21]=1'b0;
			   5'b10110: rd_cs_n[22]=1'b0;
			   5'b10111: rd_cs_n[23]=1'b0;
			   5'b11000: rd_cs_n[24]=1'b0;
			   5'b11001: rd_cs_n[25]=1'b0;
			   5'b11010: rd_cs_n[26]=1'b0;
			   5'b11011: rd_cs_n[27]=1'b0;
			   5'b11100: rd_cs_n[28]=1'b0;
			   5'b11101: rd_cs_n[29]=1'b0;
			   5'b11110: rd_cs_n[30]=1'b0;
			   5'b11111: rd_cs_n[31]=1'b0;	
               default: rd_cs_n=16'hFFFF;
           endcase
  	end
	always@( waddr[11:7]) begin
           wr_cs_n=32'hFFFFFFFF;
           case (waddr[11:7])
			   5'b00000: wr_cs_n[0]=1'b0;
               5'b00001: wr_cs_n[1]=1'b0;
               5'b00010: wr_cs_n[2]=1'b0;
               5'b00011: wr_cs_n[3]=1'b0;
               5'b00100: wr_cs_n[4]=1'b0;
               5'b00101: wr_cs_n[5]=1'b0;
               5'b00110: wr_cs_n[6]=1'b0;
               5'b00111: wr_cs_n[7]=1'b0;
               5'b01000: wr_cs_n[8]=1'b0;
               5'b01001: wr_cs_n[9]=1'b0;
               5'b01010: wr_cs_n[10]=1'b0;
               5'b01011: wr_cs_n[11]=1'b0;
               5'b01100: wr_cs_n[12]=1'b0;
               5'b01101: wr_cs_n[13]=1'b0;
               5'b01110: wr_cs_n[14]=1'b0;
               5'b01111: wr_cs_n[15]=1'b0;
               5'b10000: wr_cs_n[16]=1'b0;
               5'b10001: wr_cs_n[17]=1'b0;
               5'b10010: wr_cs_n[18]=1'b0;
               5'b10011: wr_cs_n[19]=1'b0;
               5'b10100: wr_cs_n[20]=1'b0;
               5'b10101: wr_cs_n[21]=1'b0;
               5'b10110: wr_cs_n[22]=1'b0;
               5'b10111: wr_cs_n[23]=1'b0;
               5'b11000: wr_cs_n[24]=1'b0;
               5'b11001: wr_cs_n[25]=1'b0;
               5'b11010: wr_cs_n[26]=1'b0;
               5'b11011: wr_cs_n[27]=1'b0;
               5'b11100: wr_cs_n[28]=1'b0;
               5'b11101: wr_cs_n[29]=1'b0;
               5'b11110: wr_cs_n[30]=1'b0;
               5'b11111: wr_cs_n[31]=1'b0;
               default: wr_cs_n=16'hFFFF;
           endcase
  	end
	genvar i;
	generate
		for(i=0;i<32;i++) begin
			SRAM2RW128x16 U (.A1(waddr[6:0]),
					 .CE1(wclk),
					 .WEB1(wclken),
					 .OEB1(1'b1),
					 .CSB1(wr_cs_n[i]),
					 .I1(wdata),
					 .O1(),
					 .A2(raddr[6:0]),
					 .CE2(rclk),
					 .WEB2(1'b1),
					 .OEB2(1'b0),
					 .CSB2(rd_cs_n[i]),
					 .I2(16'h00),
					 .O2(rdata) );
		end
	endgenerate	
endmodule
module sync_r2w #(parameter ADDRSIZE = 12)
	(output reg [ADDRSIZE:0] wq2_rptr,
	input [ADDRSIZE:0] rptr,
	input wclk, wrst_n);
	reg [ADDRSIZE:0] wq1_rptr;
	always @(posedge wclk or negedge wrst_n)
		if (!wrst_n) {wq2_rptr,wq1_rptr} <= 0;
		else {wq2_rptr,wq1_rptr} <= {wq1_rptr,rptr};
endmodule
module sync_w2r #(parameter ADDRSIZE = 12)
	(output reg [ADDRSIZE:0] rq2_wptr,
	input [ADDRSIZE:0] wptr,
	input rclk, rrst_n);
	reg [ADDRSIZE:0] rq1_wptr;
	always @(posedge rclk or negedge rrst_n)
		if (!rrst_n) {rq2_wptr,rq1_wptr} <= 0;
		else {rq2_wptr,rq1_wptr} <= {rq1_wptr,wptr};
endmodule
module rptr_empty #(parameter ADDRSIZE = 12)
	(output reg rempty,
	output [ADDRSIZE-1:0] raddr,
	output reg [ADDRSIZE :0] rptr,
	input [ADDRSIZE :0] rq2_wptr,
	input rinc, rclk, rrst_n);
	reg [ADDRSIZE:0] rbin;
	wire [ADDRSIZE:0] rgraynext, rbinnext;
	wire rempty_val;
	always @(posedge rclk or negedge rrst_n)
		if (!rrst_n) {rbin, rptr} <= 0;
	else {rbin, rptr} <= {rbinnext, rgraynext};
	assign raddr = rbin[ADDRSIZE-1:0];
	assign rbinnext = rbin + (rinc & ~rempty);
	assign rgraynext = (rbinnext>>1) ^ rbinnext;
	assign rempty_val = (rgraynext == rq2_wptr);
	always @(posedge rclk or negedge rrst_n)
		if (!rrst_n) rempty <= 1'b1;
	else rempty <= rempty_val;
endmodule
module wptr_full #(parameter ADDRSIZE = 12)
	(output reg wfull,
	output [ADDRSIZE-1:0] waddr,
	output reg [ADDRSIZE :0] wptr,
	input [ADDRSIZE :0] wq2_rptr,
	input winc, wclk, wrst_n);
	reg [ADDRSIZE:0] wbin;
	wire [ADDRSIZE:0] wgraynext, wbinnext;
	wire wfull_val;
	always @(posedge wclk or negedge wrst_n)
		if (!wrst_n) {wbin, wptr} <= 0;
		else {wbin, wptr} <= {wbinnext, wgraynext};
	assign waddr = wbin[ADDRSIZE-1:0];
	assign wbinnext = wbin + (winc & ~wfull);
	assign wgraynext = (wbinnext>>1) ^ wbinnext;
	assign wfull_val = (wgraynext=={~wq2_rptr[ADDRSIZE:ADDRSIZE-1],
	wq2_rptr[ADDRSIZE-2:0]});
	always @(posedge wclk or negedge wrst_n)
		if (!wrst_n) wfull <= 1'b0;
		else wfull <= wfull_val;
endmodule
```

## design/flow/constraint.sdc

```tcl
current_design rptr_empty

set clk_period 4.5
set clk_io_pct 0.2

create_clock -name clk0 -period $clk_period [get_ports {rclk}]

set non_clock_inputs [all_inputs -no_clocks]
set_input_delay [expr $clk_period * $clk_io_pct] -clock clk0 $non_clock_inputs
set_output_delay [expr $clk_period * $clk_io_pct] -clock clk0 [all_outputs]
```

## design/flow/run.sh

```bash
#!/bin/bash
# OpenROAD 26Q1-2900-gdf79404cd8, Yosys 0.63+post, stock flow scripts
make -C /OpenROAD-flow-scripts/flow DESIGN_CONFIG=/design/flow/config.mk WORK_HOME=/design/flow/orfs finish
```

==> run notes <==
Notes from the flow run.

Outcome:
- The run finished with clean final reports.

Timing:
- The run gives the final-layout worst hold slack as 612.1 ps.
- The run gives the peak clock frequency supported by timing as 294.2 MHz.
- The run gives the max-slew headroom at the worst pin as 61.62%.
- The run puts the shortest period the worst path allows at 3399 ps.
- The run gives the final worst clock skew as 4.198 ps.
- The run gives the total count of max-transition violations in the final report as 0.
- The run gives the setup violation total in the final timing report as 0.
- The run gives the final tally of hold violations as 0.
- Setup repair after global routing left no endpoint under its margin.
- Post-route period utilization is reported as 75.54%.
- The run puts the setup total negative slack at 0 ps.
- The run gives the minimum setup slack in the final design as 1101 ps.
- The run puts the actual transition at the worst max-transition pin at 575.6 ps.

CTS:
- The run puts the maximum count of clock buffers along a single path at 2.
- The run puts the number of buffers added for setup after CTS at 0.
- The run gives the total number of clock tree sinks as 26.
- TritonCTS built the clock tree.
- The run gives the CTS buffer count as 3.
- The run puts the maximum level of the CTS H-tree at 1.
- The run puts the latest clock arrival within the worst-skew pair at 270 ps.
- The run puts the number of buffers inserted by hold repair at cts at 0.
- The run gives the clock-pin slew reported for the worst setup and hold paths after clock tree synthesis as 100 ps.
- Looking at the clock tree report, the root buffer type is sky130_fd_sc_hd__clkbuf_8.
- The run gives the quantity of gates resized following cts as 0.

Logic synthesis:
- The run gives the post-synthesis cell type count as 51.
- Summing the sequential cell areas from Yosys gives 38.28% of the chip area.
- The run puts the synthesized netlist cell count at 154.
- The most common cell in the synthesized netlist is sky130_fd_sc_hd__dfrtp_1.
- In the post-synthesis netlist, the biggest area contributors are sky130_fd_sc_hd__dfrtp_1, sky130_fd_sc_hd__xor2_1, sky130_fd_sc_hd__xnor2_1.
- The run gives the async set-reset flop share out of synthesis as 100.0%.
- The run gives the area of the mapped netlist as 1703 sq um.
- The run puts the number of warnings issued by yosys at 1.
- The run gives the mean instance size in the synthesized netlist as 11.06 sq um.
- Ranked by instance count, the synthesized netlist is headed by sky130_fd_sc_hd__dfrtp_1, sky130_fd_sc_hd__xor2_1, sky130_fd_sc_hd__xnor2_1.
- sky130_fd_sc_hd__dfrtp_1 takes more of the synthesized area than any other cell.
- The run gives the share of Yosys cell area claimed by the top area cell type as 36.74%.
- The run puts the summed standard-cell area reported by yosys at 1703 sq um.
- The run gives the number of cell instances after yosys synthesis as 154.
- The run puts the post-synthesis sequential element count at 26.
- The run puts the number of enable-type register cells in the synthesized netlist at 0.
- The run gives the most common flop cell mapped by yosys as sky130_fd_sc_hd__dfrtp_1.

Critical path:
- The run gives the path depth of the worst reg2reg path as 8.
- STA lists the maximum fanout along the critical path as 14.
- Tracing the worst setup path back leads to its startpoint at rinc.
- The run puts the required time of the critical path at 4720 ps.
- The run gives the data arrival time at the worst-slack endpoint as 3620 ps.
- The worst register-to-register path ends at rempty$_DFF_PN1_.
- The startpoint identified for the worst register-to-register timing path is rempty$_DFF_PN1_.
- The critical path is of the in -> reg type.
- STA reports a reg2reg setup slack of 1810 ps.
- The worst setup path is launched from an input port.
- The run gives the worst setup path endpoint as rempty$_DFF_PN1_.
- The worst setup path is captured at a flop.

Power and ir drop:
- The run puts the power share of the clock group at 18.7%.
- The run puts the internal power of the cells at 0.0006676 W.
- The run puts the leakage dissipation at 0.9164 nW.
- The run puts the sequential power share at 38.7%.
- The run puts the maximum resistive drop on vdd at 0.2367 mV.
- Power comes to 0.001056 W.
- The run gives the power per standard cell area as 475.5 nW/um^2.
- Net switching is 36.77% of the power.
- Summed over all nets, the switching power comes to 0.0003883 W.
- Combinational cells account for 42.6% of the total power.

Die:
- At the floorplan stage, the core utilization is reported as 23.60%.
- The run puts the width of the die at 106 um.
- The run puts the area of the core at 7214 sq um.
- The run gives the die boundary height as 106 um.
- The run gives the area enclosed by the die boundary as 11240 sq um.
- 42 I/O pins were placed.
- The run puts the number of rows created at floorplan at 31.

GRT:
- The run puts the via count of the first global-routing pass at 1265.
- The run gives the global-route wire length before repair as 6982 um.
- The run gives the global-route congestion overflow total as 0.
- In the global route stage, overall resource usage came out at 7.578%.
- The run puts the pin count of the biggest net entering global routing at 27.
- The run gives the initial antenna violation count as 0.

Place:
- Per the placement report, the placed cell count is 282.
- The run gives the HPWL after detailed placement as 3179 um.
- The run puts the weighted congestion reported at the end of routability-driven placement at 0.8094.
- The run puts the worst slack at placement at 926.0 ps.
- The run gives the total of buffers placed on input and output ports as 41.

Drt:
- The final antenna diode tally reported by the flow is 0.
- The run puts the detailed-routing iteration count for the pre-antenna-repair pass at 4.
- The run puts the detailed-route DRC error count at 0.
- The run puts the detailed-route wire length per cell at 14.60 um.
- The run gives the number of routed nets with antenna violations as 0.
- The run puts the overall routed net length at 4177 um.
- The run gives the via count normalized by instance count as 4.276.
- The run gives the iteration-0 DRC count of the detailed router as 79.
- The run puts the total number of vias at 1223.

Layout:
- The run puts the share of cells above drive strength 1 at 10.16%.
- The run gives the area overhead of the layout relative to synthesis as 30.42%.
- The run gives the number of cells in the finished layout apart from fillers as 286.

Flow run:
- Across all stage logs, warnings added up to 26.
- The run puts the reported max-cap violation count at 0.

Hold path:
- The worst hold path belongs to the class reg -> reg.
==> cells in the final DEF, fill, tap and decap left out, types with 3 or more instances in the layout <==
master                            synthesis  layout
sky130_fd_sc_hd__xor2_1                  21      21
sky130_fd_sc_hd__clkbuf_8                 0       3
sky130_fd_sc_hd__xnor2_1                 20      20
sky130_fd_sc_hd__nand2_1                  7       7
sky130_fd_sc_hd__and3_1                   3       3
sky130_fd_sc_hd__nor3_1                   3       3
sky130_fd_sc_hd__dfrtp_1                 25      25
sky130_fd_sc_hd__a21oi_1                  5       5
sky130_fd_sc_hd__nor2_1                   4       4
sky130_fd_sc_hd__nand3_1                  5       5
sky130_fd_sc_hd__clkdlybuf4s50_1          0      41
sky130_fd_sc_hd__a31oi_1                  3       3
==> worst max-delay path: stages <==
cell	delay, ps
sky130_fd_sc_hd__clkdlybuf4s50_1	450
sky130_fd_sc_hd__nor2b_1	180
sky130_fd_sc_hd__ha_1	450
sky130_fd_sc_hd__and2b_1	340
sky130_fd_sc_hd__a21o_1	190
sky130_fd_sc_hd__a41oi_1	380
sky130_fd_sc_hd__xor3_1	310
sky130_fd_sc_hd__a31oi_1	220
sky130_fd_sc_hd__and4_1	210
==> registers in the layout, indices dropped and copies added (netlist names) <==
register  count
rptr         13
rbin         12
rempty        1
==> power by group through the flow <==
stage / logic, W / clock network (W) / registers [W]
after CTS: 0.000460 / 0.000203 / 0.000409
final: 0.000450 / 0.000198 / 0.000408
after global routing: 0.000507 / 0.000209 / 0.000425
==> per-layer routing <==
metal	vias to the layer above	track usage, %	wire length, um
met4	0	0.3868	16
met1	577	11.09	2046
met2	41	10.95	1788
met5	-	0	0
li1	603	-	-
met3	2	2.875	326
==> cells by family (layout without fill, tap and decap cells) <==
kind of cell	after synthesis	after routing	share of synthesized area [%]
compound gates	25	25	13.59
xor+xnor	44	44	24.76
fa+ha+maj	2	2	1.469
buf+inv	15	48	6.025
flops	26	26	38.28
simple gates	42	42	15.87
==> stage by stage <==
stage,cell area [sq um],utilization [%]
after floorplan,1703,-
after global placement,2150,29.80
after detailed placement,2150,29.80
after CTS,2221,30.78
after global routing,2221,30.78
final,2221,30.78
==> cell type report <==
cell class / instances / area (sq um)
repair buffers: 42 / 417.9
flip-flops and latches: 26 / 651.9
inverters: 2 / 7.507
clock inverters: 1 / 30.03
clock buffers: 3 / 41.29
fillers: 762 / 4994
well taps: 99 / 123.9
multi-input cells: 113 / 948.4
==> worst min-delay path by stage <==
stage                       from                 end  slack, ps  cells after the start
CTS           rptr[12]$_DFF_PN0_  rptr[12]$_DFF_PN0_        630                      1
finish        rptr[12]$_DFF_PN0_  rptr[12]$_DFF_PN0_        610                      1
global route  rptr[12]$_DFF_PN0_  rptr[12]$_DFF_PN0_        660                      1
Power figures rest on the tool's default switching activity, not on a simulated workload.
