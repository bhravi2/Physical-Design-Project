File: run.sh
#!/bin/bash
# OpenROAD 26Q1-2900-gdf79404cd8, Yosys 0.63+post, stock flow scripts
make -C /OpenROAD-flow-scripts/flow DESIGN_CONFIG=/design/flow/config.mk WORK_HOME=/design/flow/orfs finish
File: config.mk
export PLATFORM = sky130hd
export DESIGN_NAME = and_or
export DESIGN_NICKNAME = and_or
export VERILOG_FILES = /design/flow/design.v
export SDC_FILE = /design/flow/constraint.sdc
export NUM_CORES = 4
export LEC_CHECK = 1
export CORE_AREA = 10 10 85 85
export DIE_AREA = 0 0 95 95
File: constraint.sdc
current_design and_or

set clk_period 1.0
set clk_io_pct 0.2

create_clock -name clk0 -period $clk_period [get_ports {clk}]

set non_clock_inputs [all_inputs -no_clocks]
set_input_delay [expr $clk_period * $clk_io_pct] -clock clk0 $non_clock_inputs
set_output_delay [expr $clk_period * $clk_io_pct] -clock clk0 [all_outputs]
File: design.v
module and_or #(parameter width=20) (clk, A, B, C, D, Y);
input        logic clk;
input        [width-1:0] A, B, C, D;
output logic [width-1:0] Y;
       logic [width-1:0] X;
genvar i;
	for (i=0;i<width;i=i+1)
	begin
	assign	X[i]=! ( (A[i] & B[i]) | (C[i] & D[i]) );
        always_ff @(posedge clk)
            Y[i] <= X[i];
	end
endmodule
==> results.txt <==
Implementation progress

The share of total power dissipated in combinational logic is 0.259. Looking at the clock tree report, the root buffer type is sky130_fd_sc_hd__clkbuf_8. According to the hold report, the worst path is of the input port to register type. The clock-pin slew on the worst setup and hold paths stands at 0.07 ns.

The number of diodes added for antenna fixing stands at 0. The buffer_ports step reported a buffer count of 100. The initial antenna violation count came to 0.

The simple-gate share of the synthesized area stands at 0. The first routing iteration left 3 violations. The final-report setup violation count stands at 0. The detail route stage leaves a number of antenna-violating nets equal to 0.

STA classifies the critical path startpoint as a register. The number of setup buffers added after CTS is 0. The final worst hold slack stands at 0.498 ns. The CTS H-tree depth stands at 1. According to the I/O placement log, the pin count is 101. The data arrival time of the critical path stands at 0.75 ns. The minimum clock period stands at 0.946 ns.

The fraction of layout cells with a size suffix above 1 stands at 0.210. The power report attributes to the clock group a share of 0.276. The region available for standard cell placement spans 5470 µm². The synthesized-area fraction occupied by adder cells stands at 0. The residual overflow from global routing stands at 0. The number of gates resized after cts stands at 41.

Per the STA report, the cell with the highest stage delay on the worst path is sky130_fd_sc_hd__dfxtp_2. The number of violations of the max-capacitance limit stands at 0. Before any placement, the netlist area is recorded as 651 µm². According to the report, the first pass of detailed routing completed in 2 iterations. In this run the worst setup path begins at Y[13]. The slew at the pin closest to its max-slew limit stands at 0.144 ns.

The die area stands at 9030 µm². The final route contains 741 vias. TritonCTS built the clock tree. The floorplan step set the die width to 95 µm. The synthesized-area fraction occupied by xor and xnor cells stands at 0. The overall global routing resource usage stands at 0.0633. Of the total synthesized cell area, the portion taken by AND-OR and OR-AND cells is 0.385. TritonCTS reports the number of clock sinks as 20. The cell area power density stands at 1060 nW/µm². By startpoint and endpoint, the worst setup path is classified as register to output port.

The vertical die dimension stands at 95 µm. The layout overhead on the synthesized area stands at 174%. The total routed wirelength stands at 3.10 mm. The CTS buffer count stands at 3. In this run the power spent charging and discharging nets is 0.368 mW. The worst setup path is captured at an output port. The number of design rule violations left after detail routing stands at 0.

In the final routed layout, each cell accounts on average for 14.4 µm. Of the total power, the share spent switching nets is 0.194. The routability congestion estimate from global placement stands at 0.730. The pin count of the biggest net entering global routing stands at 11.

The flow ran to the end, and the final reports show no timing, DRC or antenna violations. The first-pass GRT wire length stands at 4.44 mm. The required time of the worst setup path stands at 0.80 ns. The register with the most flip-flops in the layout has 20 of them.

In the power breakdown, the internal column shows 1.53 mW. The worst hold path begins at D[18]. The number of cells produced by synthesis stands at 40. For this run, the register share of the synthesized area comes to 0.615. Setup repair after global routing left no endpoint under its margin.

The yosys synthesis chip area stands at 651 µm². The number of cells on the worst hold path is listed as 2. Counting flops per register, the top entry is Y.

In this design, the largest share of critical-path delay is due to flip-flops. The number of flip-flops and latches in the synthesized netlist stands at 20. The power share of the sequential group stands at 0.465. The number of OpenROAD warnings stands at 25. Yosys reports the multiplexer fraction of the synthesized area as 0. The number of vias per cell stands at 3.45. The maximum VDD drop stands at 0.370 mV. After synthesis, the mean cell area works out to 16.3 µm². The deepest clock path buffer count stands at 2.

The maximum clock frequency stands at 1.06 GHz. After synthesis, the design contains 40 cells according to Yosys. Summed over all cells, the static leakage comes to 0.650 nW. For reference, the final report shows the max-slew violation count at 0. The final period utilization stands at 0.946. The final total negative setup slack stands at 0 ns. The worst-case max-slew headroom was logged as 0.904.

The largest registers in the layout are Y (20). The yosys warning tally stands at 1. At the end of the flow the core is filled with cells to 0.326.

The highest net fanout along the worst path stands at 1. The post-CTS hold buffer count recorded in the log is 0. The largest stage delay on the critical path stands at 0.32 ns. The count of unique library cells instantiated by Yosys stands at 2. The number of standard-cell rows in the floorplan stands at 27. For reference, the top logic cell family by area is AND-OR/OR-AND gates. Hold-check failures listed in the final report amount to 0.

The via count of the first global-routing pass stands at 896. The share of the core area taken by cells at floorplan is 0.119. The buffer and inverter count on the worst path stands at 1.

Walking the worst path, the cells encountered are clkdlybuf4s15_1. In the hold report, the worst path ends at Y[18].
## synth_stat cells
cell	instances	area [µm²]
sky130_fd_sc_hd__dfxtp_1	20	400
sky130_fd_sc_hd__a22oi_2	20	250
## placed cells by master (no fill, tap or decap), drive strengths merged
cell type,n
clkbuf,4
clkdlybuf4s15,19
dfxtp,20
a22oi,20
clkdlybuf4s50,80
## layout make-up
class	instances	area [µm²]
sequential	20	408
multi-input combinational	20	250
timing repair buffer	100	996
clock buffer	3	41.3
tap	72	90.1
fill	595	3690
## kinds of logic (layout without fill, tap and decap cells)
family | after synthesis | after routing
AOI/OAI and AO/OA | 20 | 20
buffers and inverters | 0 | 103
DFF | 20 | 20
## power by group through the flow
stage / logic [mW] / clock network [mW] / registers [mW]
CTS: 0.502 / 0.561 / 0.881
finish: 0.490 / 0.523 / 0.881
global route: 0.527 / 0.589 / 0.887
## metrics by stage
| step | power, mW | setup slack, ns | instances | instance area, µm² |
|---|---|---|---|---|
| 2_1_floorplan | 0.939 | 0.538 | 40 | 651 |
| 3_3_place_gp | 1.43 | 0.0167 | 212 | 1740 |
| 3_5_place_dp | 1.43 | 0.0175 | 212 | 1740 |
| 4_1_cts | 1.94 | 0.000166 | 215 | 1780 |
| 5_1_grt | 2.00 | 0.00352 | 215 | 1790 |
| 6_report | 1.89 | 0.0539 | 215 | 1790 |
## worst max path at each step
stage,endpoint,slack (ns),cells past startpoint
finish,Y[13],0.05,1
global route,Y[15],0.004,1
CTS,Y[11],0.0002,1
## layer usage
layer / GRT usage / vias up / routed length, µm
li1: - / 366 / -
met1: 0.0618 / 325 / 996
met2: 0.113 / 48 / 1650
met3: 0.0401 / 2 / 432
met4: 0.00873 / 0 / 18
met5: 0 / - / 0
Power is estimated from default activity; no workload was simulated.
